==> ./design.v <==
module Buffer #(parameter 
    WORD_SIZE = 32, 
    LENGTH_SIZE = 10, 
    ADR_SIZE = 4
) (
    clk,
    wr,
    adr,
    dataIn,
    dataOut
);
    input clk, wr;
    input [ADR_SIZE-1:0] adr;
    input [WORD_SIZE-1:0] dataIn;
    output [WORD_SIZE-1:0] dataOut;
    reg [WORD_SIZE-1:0] mem [0:LENGTH_SIZE-1];
    assign dataOut = mem[adr];
    always @(posedge clk) begin
        if (wr)
            mem[adr] <= dataIn;
    end
endmodule
module Counter #(parameter DATA_WIDTH = 32, VALMAX = 10)
(
	clk,
	rst_n,
	clear,
	en,
	val,
	fin
);
	input clk;
	input rst_n;
	input clear;
	input en;
	output reg [DATA_WIDTH-1:0] val;
	output fin;
	always @(posedge clk, negedge rst_n) begin
		if (~rst_n) begin
			val <= 0;
		end
		else begin
			if (clear)
				val <= 0;
			else if (en) begin
				if (fin) val <= 0;
				else val <= val + 1;
			end
		end
	end
	assign fin = (val == VALMAX);
endmodule
module GpAxisInterface #(parameter 
	DATA_WIDTH=32, 
	IN_DATA_NUM=8, 
	OUT_DATA_NUM=4, 
	IN_ADR_WIDTH = 8, 
	OUT_ADR_WIDTH = 8
) (
	clk,
	rst_n,
	s_data,
	s_valid,
	s_last,
	s_ready,
	m_data,
	m_valid,
	m_last,
	m_ready,
	axisif_start,
	axisif_done,
	axisif_bufferIn_adr,
	axisif_bufferIn_data,
	axisif_bufferOut_adr,
	axisif_bufferOut_data,
	axisif_bufferOut_wr
);
	input						clk;
	input						rst_n;
	input	[DATA_WIDTH-1:0]	s_data;
	input						s_valid;
	input						s_last;
	output						s_ready;
	output	[DATA_WIDTH-1:0]	m_data;
	output						m_valid;
	output						m_last;
	input						m_ready;
	output						axisif_start;
	input						axisif_done;
	input	[IN_ADR_WIDTH-1:0]	axisif_bufferIn_adr;
	output	[DATA_WIDTH-1:0]	axisif_bufferIn_data;
	input	[OUT_ADR_WIDTH-1:0]	axisif_bufferOut_adr;
	input	[DATA_WIDTH-1:0]	axisif_bufferOut_data;
	input						axisif_bufferOut_wr;
	wire	[IN_ADR_WIDTH-1:0]	bufferIn_in_adr;
	wire						bufferIn_in_wr;
	wire	[DATA_WIDTH-1:0]	bufferIn_in_data;
	wire	[DATA_WIDTH-1:0]	bufferIn_out_data;
	Buffer #(
		.WORD_SIZE(DATA_WIDTH),
		.LENGTH_SIZE(IN_DATA_NUM),
		.ADR_SIZE(IN_ADR_WIDTH)
	) BufferIn
	(
		.clk(clk),
		.wr(bufferIn_in_wr),
		.adr(bufferIn_in_adr),
		.dataIn(bufferIn_in_data),
		.dataOut(bufferIn_out_data)
	);
	wire	[OUT_ADR_WIDTH-1:0]	bufferOut_in_adr;
	wire						bufferOut_in_wr;
	wire	[DATA_WIDTH-1:0]	bufferOut_in_data;
	wire	[DATA_WIDTH-1:0]	bufferOut_out_data;
	Buffer #(
		.WORD_SIZE(DATA_WIDTH),
		.LENGTH_SIZE(OUT_DATA_NUM),
		.ADR_SIZE(OUT_ADR_WIDTH)
	) BufferOut
	(
		.clk(clk),
		.wr(bufferOut_in_wr),
		.adr(bufferOut_in_adr),
		.dataIn(bufferOut_in_data),
		.dataOut(bufferOut_out_data)
	);
	wire						cntInAdr_in_clear;
	wire						cntInAdr_in_en;
	wire	[IN_ADR_WIDTH-1:0]	cntInAdr_out_val;
	wire						cntInAdr_out_fin;
	Counter #(IN_ADR_WIDTH, IN_DATA_NUM - 1) cntInAdr
	(
		.clk(clk),
		.rst_n(rst_n),
		.clear(cntInAdr_in_clear),
		.en(cntInAdr_in_en),
		.val(cntInAdr_out_val),
		.fin(cntInAdr_out_fin)
	);
	wire						cntOutAdr_in_clear;
	wire						cntOutAdr_in_en;
	wire	[OUT_ADR_WIDTH-1:0]	cntOutAdr_out_val;
	wire						cntOutAdr_out_fin;
	Counter #(OUT_ADR_WIDTH, OUT_DATA_NUM - 1) cntOutAdr
	(
		.clk(clk),
		.rst_n(rst_n),
		.clear(cntOutAdr_in_clear),
		.en(cntOutAdr_in_en),
		.val(cntOutAdr_out_val),
		.fin(cntOutAdr_out_fin)
	);
	localparam	IDLE		= 0,
				SLAVE		= 1,
				INFORM		= 2,
				WAIT		= 3,
				MASTER		= 4,
				STATES		= 5;
	localparam	STATE_WIDTH	= 3;
	reg	[STATE_WIDTH-1:0]	ps;
	reg	[STATE_WIDTH-1:0]	ns;
	wire	cu_in_sValid;
	wire	cu_in_cntInAdrFin;
	wire	cu_in_cntOutAdrFin;
	wire	cu_in_axisifDone;
	wire	cu_in_mReady;
	reg		cu_out_sReady;
	reg		cu_out_clear;
	reg		cu_out_wr;
	reg		cu_out_cntInAdrEn;
	reg		cu_out_cntOutAdrEn;
	reg		cu_out_axisifStart;
	reg		cu_out_mValid;
	reg		cu_out_mLast;
	reg		cu_out_workingWithBuffers;
	always @(posedge clk, negedge rst_n) begin
		if (~rst_n) begin
			ps <= IDLE;
		end
		else begin	 
			ps <= ns;
		end
	end
	always @(*) begin
		ns = IDLE;
		case (ps)
			IDLE:	ns =							SLAVE;
			SLAVE:	ns =	(~cu_in_sValid)?		SLAVE:
							(cu_in_cntInAdrFin)?	INFORM:
													SLAVE;
			INFORM:	ns =							WAIT;
			WAIT:	ns =	(cu_in_axisifDone)?		MASTER:
													WAIT;
			MASTER:	ns =	(~cu_in_mReady)?		MASTER:
							(cu_in_cntOutAdrFin)?	SLAVE:
													MASTER;
		endcase
	end
	always @(*) begin
		{
			cu_out_sReady,
			cu_out_clear,
			cu_out_wr,
			cu_out_cntInAdrEn,
			cu_out_cntOutAdrEn,
			cu_out_axisifStart,
			cu_out_mValid,
			cu_out_mLast,
			cu_out_workingWithBuffers
		} = 9'b0;
		case (ps)
			IDLE: begin
				cu_out_clear				= 1;
			end
			SLAVE:	begin
				cu_out_sReady				= 1;
				cu_out_wr					= cu_in_sValid;
				cu_out_cntInAdrEn			= cu_in_sValid;
				cu_out_workingWithBuffers	= 1;
			end
			INFORM:	begin
				cu_out_axisifStart			= 1;
				cu_out_clear				= 1;
			end
			MASTER:	begin
				cu_out_mValid				= 1;
				cu_out_cntOutAdrEn			= cu_in_mReady;
				cu_out_mLast				= (cu_in_mReady
												& cu_in_cntOutAdrFin);
				cu_out_workingWithBuffers	= 1;
			end
		endcase
	end
	assign bufferIn_in_adr		=	cu_out_workingWithBuffers ? cntInAdr_out_val : axisif_bufferIn_adr;
	assign bufferIn_in_wr		=	cu_out_wr;
	assign bufferIn_in_data		=	s_data;
	assign bufferOut_in_adr		=	cu_out_workingWithBuffers ? cntOutAdr_out_val : axisif_bufferOut_adr;
	assign bufferOut_in_wr		=	axisif_bufferOut_wr;
	assign bufferOut_in_data	=	axisif_bufferOut_data;
	assign cntInAdr_in_clear	=	cu_out_clear;
	assign cntInAdr_in_en		=	cu_out_cntInAdrEn;
	assign cntOutAdr_in_clear	=	cu_out_clear;
	assign cntOutAdr_in_en		=	cu_out_cntOutAdrEn;
	assign cu_in_sValid			=	s_valid;
	assign cu_in_cntInAdrFin	=	cntInAdr_out_fin;
	assign cu_in_cntOutAdrFin	=	cntOutAdr_out_fin;
	assign cu_in_axisifDone		=	axisif_done;
	assign cu_in_mReady			=	m_ready;
	assign s_ready				=	cu_out_sReady;
	assign m_data				=	bufferOut_out_data;
	assign m_valid				=	cu_out_mValid;
	assign m_last				=	cu_out_mLast;
	assign axisif_start			=	cu_out_axisifStart;
	assign axisif_bufferIn_data	=	bufferIn_out_data;
	endmodule
==> ./run.sh <==
#!/bin/bash
# OpenROAD 26Q1-2900-gdf79404cd8, Yosys 0.63+post, stock flow scripts
make -C /OpenROAD-flow-scripts/flow DESIGN_CONFIG=/design/flow/config.mk WORK_HOME=/design/flow/orfs finish
==> ./config.mk <==
export PLATFORM = sky130hd
export DESIGN_NAME = GpAxisInterface
export DESIGN_NICKNAME = GpAxisInterface
export VERILOG_FILES = /design/flow/design.v
export SDC_FILE = /design/flow/constraint.sdc
export NUM_CORES = 4
export LEC_CHECK = 1
export CORE_UTILIZATION = 30
==> ./constraint.sdc <==
current_design GpAxisInterface

set clk_period 19.5
set clk_io_pct 0.2

create_clock -name clk0 -period $clk_period [get_ports {clk}]

set non_clock_inputs [all_inputs -no_clocks]
set_input_delay [expr $clk_period * $clk_io_pct] -clock clk0 $non_clock_inputs
set_output_delay [expr $clk_period * $clk_io_pct] -clock clk0 [all_outputs]
==> results.yml <==
# synthesis and place-and-route metrics
floorplanning:
  io_pins: 155
  core.rowCount: 82
  fp_util_pct: 30.4
  fp.coreArea_mm2: 0.0501
  die_x_um: 227
  fp.dieH_um: 227
  chipArea_mm2: 0.0516
final_timing:
  finalClockSkew_ns: 0.0251
  fin_crit_sh_pct: 58.1
  tightest_slew_ns: 0.814
  setup_viol: 0
  max_freq_ghz: 0.0883
  setup_tns_ns: 0
  drv_slew: 0
  period_needed_ns: 11.32
  rsz0062_at_grt: "no"
  setup_slack_ns: 8.18
  hold_violations: 0
  relSlewSlack_pct: 45.7
clock_tree:
  cts_sinks: 405
  tritoncts: "built"
  path_clk_slew_ns: 0.05
  cts-buffers-inserted: 43
  clockBufferDepth: 3
  cts_max_level: 2
  insertion_delay_ns: 0.57
  cts_hold_buf: 0
  post-cts-setup-buffers: 0
  cts_root_buf: "clkbuf_16"
  cts.repair.resized: 0
placed_design:
  place_ws_ns: 8.17
  dpl.hpwl_um: 19000
  dp.cells: 1634
  routabilityCongestion: 0.741
  port_buffers: 142
drt:
  drc_errors: 0
  drt_wl_total_um: 35200
  drtIter0Drc: 610
  num_vias: 8516
  drtPass1Iterations: 8
  routed_via_density: 4.98
  drtAntennaViolNets: 0
  post_drt_wl_per_cell_um: 20.6
pwr:
  ir_drop_uv: 57.7
  powerDensity_mw_per_mm2: 99.7
  p_leak_nw: 6.03
  power.total_w: 0.00188
logic_synthesis:
  ys_cells: 842
  syn-instance-count: 842
  ys_ff: 405
  yosysWarnings: 5
  synth_cell_types: 49
  synth_chip_area_mm2: 0.0152
  synth_area_per_cell_um2: 18.1
  synth_area_mm2: 0.0152
  ys_seq_share_pct: 79.3
grt:
  grt_usage_pct: 14.6
  grt_pass1_wl_um: 52600
  grt_overflow: 0
  grt_pass1_vias: 8748
  antenna_found_initial: 1
  grt_max_degree: 45
cells_and_area:
  combGateArea_mm2: 0.00302
  fin_cells: 1710
  seq_area_mm2: 0.0121
  drive_above_1_share_pct: 13.3
  synthToLayoutAreaGrowth_pct: 24.1
  fill_cells: 4567
job:
  warning_count: 37
  cap_violations: 0
outcome:
  outcome: "completed"
worst_setup_path:
  endpoint_kind: "output port"
  start_kind: "input pin"
  arrival_ns: 7.42
  required_ns: 15.60
  worstSetupPathType: "input pin to output port"
  cp_max_fo: 36
min_path:
  hp-class: "flop to flop"
-- cells in the mapped netlist (all sizes together) --
| cell type | n | area share, % |
|---|---|---|
| a211o | 2 | 0.12 |
| a21o | 1 | 0.049 |
| a21oi | 2 | 0.066 |
| a221oi | 62 | 3.6 |
| a222oi | 31 | 2.0 |
| a22o | 1 | 0.058 |
| a22oi | 68 | 3.4 |
| a31oi | 2 | 0.082 |
| and2 | 8 | 0.33 |
| and3 | 8 | 0.33 |
| buf | 21 | 1.0 |
| clkbuf | 26 | 0.64 |
| conb | 1 | 0.025 |
| dfrtp | 20 | 3.3 |
| dfstp | 1 | 0.17 |
| edfxtp | 384 | 76 |
| ha | 2 | 0.16 |
| inv | 3 | 0.074 |
| mux2 | 32 | 2.9 |
| mux2i | 2 | 0.13 |
| nand2 | 49 | 1.2 |
| nand2b | 6 | 0.25 |
| nand3 | 9 | 0.30 |
| nand3b | 2 | 0.099 |
| nor2 | 14 | 0.44 |
| nor2b | 8 | 0.33 |
| nor3 | 2 | 0.066 |
| nor4bb | 1 | 0.066 |
| o2111ai | 1 | 0.099 |
| o21ai | 53 | 1.8 |
| o31a | 1 | 0.058 |
| o31ai | 7 | 0.38 |
| o41ai | 1 | 0.058 |
| or2 | 2 | 0.082 |
| or3 | 1 | 0.041 |
| or4 | 1 | 0.074 |
| or4b | 3 | 0.22 |
| xnor2 | 3 | 0.17 |
| xor2 | 1 | 0.058 |
-- kinds of logic (layout without fill, tap and decap cells) --
group                    Yosys count  count (layout)  synth area share (%)
AND/OR/NAND/NOR                  114             114                  3.83
buffers and inverters             50             245                  1.73
adder cells (fa/ha/maj)            2               2                 0.164
flip-flops                       405             405                  79.3
other                              1               2                0.0246
AND-OR/OR-AND                    232             232                  11.7
multiplexers                      34              34                  3.02
XOR/XNOR                           4               4                 0.230
-- placed cells by master (no fill, tap or decap), drive strengths merged, types with 2 or more instances in the layout --
cell / instances
edfxtp: 384
clkdlybuf4s50: 142
a22oi: 68
a221oi: 62
clkbuf: 57
o21ai: 53
nand2: 49
mux2: 32
a222oi: 31
buf: 25
dfrtp: 20
nor2: 14
nand3: 9
clkinv: 9
and3: 8
and2: 8
nor2b: 8
o31ai: 7
nand2b: 6
inv: 5
bufinv: 4
xnor2: 3
clkinvlp: 3
or4b: 3
mux2i: 2
a31oi: 2
nand3b: 2
or2: 2
nor3: 2
a211o: 2
a21oi: 2
ha: 2
-- sequential cells by signal, indices dropped and copies added, names as in the netlist --
| register | flops |
|---|---|
| BufferIn.mem | 256 |
| BufferOut.mem | 128 |
| cntInAdr.val | 8 |
| cntOutAdr.val | 8 |
| ps | 5 |
-- per-stage QoR --
step | hold slack, ns | instance area (um^2) | util (%)
after floorplan | 0.442 | 15200 | -
after global placement | 0.463 | 17500 | 35.0
after detailed placement | 0.479 | 17500 | 35.0
after CTS | 0.495 | 18900 | 37.7
after global routing | 0.538 | 18900 | 37.7
final | 0.492 | 18900 | 37.7
-- critical path: stages --
cell             delay [ns]
clkdlybuf4s50_1        0.52
mux2_4                 0.53
buf_4                  0.59
and2_0                 0.62
buf_4                  0.33
a222oi_1               0.11
o21ai_1                0.23
clkdlybuf4s50_1        0.54
-- per-layer routing --
layer  vias to the layer above  part of all wire (%)  wire (um)  track usage, %
li1                       3849                     -          -               -
met1                      4203                    39      13900            19.2
met2                       412                    47      16600            21.8
met3                        50                    11       4020            8.62
met4                         2                   2.0        703            2.45
met5                         -                 0.031         11               0
-- worst paths after layout --
check / depth (start not counted) / endpoint / from / slack, ns
setup / recovery: 8 / axisif_bufferIn_data[23] / axisif_bufferIn_adr[0] / 8.18
hold / removal: 1 / ps[4] / ps[4] / 0.49
setup reg to reg: 5 / BufferIn.mem[7][5] / ps[3] / 16.12
hold reg to reg: 1 / ps[4] / ps[4] / 0.49
max in group asynchronous: 2 / ps[0] / rst_n / 15.53
min in group asynchronous: 2 / cntOutAdr.val[4] / rst_n / 3.70
-- report_power, final --
part           leakage, nW  switching [W]  internal, W
Combinational         1.61      0.0000656    0.0000648
Clock                0.639       0.000318     0.000460
Sequential            3.78     0.00000441     0.000970
Total                 6.03       0.000388      0.00150
-- layout make-up --
class                           count  share of cell area [%]
Sequential cell                   405                    63.9
Multi-Input combinational cell    387                    16.0
Inverter                            3                  0.0596
Tap cell                          672                    4.45
Antenna cell                        1                  0.0133
Timing Repair Buffer              167                    8.52
Clock buffer                       57                    5.98
Clock inverter                     18                    1.11
Power and IR drop assume default switching activity.
