==> flow/run.sh <==
#!/bin/bash
# OpenROAD 26Q1-2900-gdf79404cd8, Yosys 0.63+post, stock flow scripts
make -C /OpenROAD-flow-scripts/flow DESIGN_CONFIG=/design/flow/config.mk WORK_HOME=/design/flow/orfs finish
==> flow/config.mk <==
export PLATFORM = sky130hd
export DESIGN_NAME = DenseBiasLut
export DESIGN_NICKNAME = DenseBiasLut
export VERILOG_FILES = /design/flow/design.v
export SDC_FILE = /design/flow/constraint.sdc
export NUM_CORES = 4
export LEC_CHECK = 1
export CORE_AREA = 10 10 70 70
export DIE_AREA = 0 0 80 80
==> flow/design.v <==
module DenseBiasLut #(parameter
    WORD_SIZE = 32, 
    LENGTH_SIZE = 10,
    ADR_SIZE = 4
) (
    clk,
    adr,
    dataOut
);
    input                   clk;
    input   [ADR_SIZE-1:0]  adr;
    output  [WORD_SIZE-1:0] dataOut;
    wire [WORD_SIZE-1:0] mem [0:LENGTH_SIZE-1];
    assign dataOut = mem[adr];
    assign mem[0] = 32'b00000001001001011001100010110000;
    assign mem[1] = 32'b00001011000110100010011011010000;
    assign mem[2] = 32'b11111101100111011000101001110000;
    assign mem[3] = 32'b11111100100101010001110111110000;
    assign mem[4] = 32'b11111010111001111000100010101000;
    assign mem[5] = 32'b11111110110100100110110001100110;
    assign mem[6] = 32'b11111101100010110110101101011000;
    assign mem[7] = 32'b00000010001101101000110111100100;
    assign mem[8] = 32'b00000000011000101100100101011000;
    assign mem[9] = 32'b11111111101000110111001000000000;
endmodule
==> flow/constraint.sdc <==
current_design DenseBiasLut

set clk_period 1.6
set clk_io_pct 0.2

create_clock -name clk0 -period $clk_period

set non_clock_inputs [all_inputs -no_clocks]
set_input_delay [expr $clk_period * $clk_io_pct] -clock clk0 $non_clock_inputs
set_output_delay [expr $clk_period * $clk_io_pct] -clock clk0 [all_outputs]
==> Changelog: implementation <==
## Implementation

- Most area-consuming cells after synthesis: nor2_1 10%, o21ai_0 9.8%, buf_4 9.1%, nand2b_1 7.6%, a21oi_1 7.3%
- Number of detailed-route iterations in the first pass: 4
- Yosys stat cell total: 71
- Run status: finished with violations
- Layer carrying the most global-route usage: met2
- PwrDens: 258 nW/um^2
- Count of clock-net buffers in the final layout: 0
- Slack of the critical path: -0.0529 ns
- Total of buffers placed on input and output ports: 35
- Pin count of the biggest net entering global routing: 10
- Data arrival time of the worst path: 1.33 ns
- DR WL/cell: 13.0 um
- Fraction of layout cells with a size suffix above 1: a little under three quarters
- Remaining global-route overflow: 0
- Total die area: 6400 um^2
- Maximum capacitance violations: 0
- Vias: roughly 700
- Finished Cell Area: 1150 um^2
- Die Wd: 80 um
- Worst Path Max Fanout: 3
- Final worst hold slack: between 1 and 1.5 ns
- Area of combinational cells with multiple inputs: around 480 um^2
- Floorplan die height: 80 um
- Placed Cells incl. Taps: ~160
- Yosys top cell by instances: nor2_1
- Warnings, synthesis: 1
- Final-report hold violation count: 0
- Met2 Usage GRT: 11.3%
- Cell area after synthesis: 410 um^2
- Mean number of vias per cell: 3.96
- Core footprint: between 3000 and 4000 um^2
- GRT Util Overall: 6.77%
- CP required: 1.28 ns
- Minimum clock period: 1.65 ns
- FF+latch area: 0 um^2
- Area added between synthesis and finish: 180%
- Antenna violation net count after detailed routing: 0
- Routing usage on met1: 9.36%
- Violated checks: setup timing
- Overall Power: 0.296 mW
- Proportion of netlist area held by the largest area contributor: approximately a tenth
- Sum of routed wire length over all layers: 2310 um
- Most instantiated cells after synthesis: 11 x nor2_1, 8 x o21ai_0, 6 x a21oi_1
- Final Setup Violations: 1
- Cell type with the largest total area after synthesis: nor2_1
- Met3 Use GR: roughly 1.1%
- Number of distinct standard cells referenced by the synthesized netlist: 27
- End-of-flow core utilization: roughly 34%
- Residual DRC count: 0
- Vias in the first global route: a little over 700
- Placer Congestion: 0.837
- Number of cell rows: 21
- Fmax: 0.605 GHz
- Share of synthesized area occupied by flip-flops and latches: 0%
- CP Class: primary input to output pin
- Element type at the critical path start: primary input
- Post-route setup TNS: -0.0529 ns
- Initial DRC count: 15
- Unrepaired setup endpoints after global routing: true
- Number of OpenROAD warnings: 35
- Fill cell count: 350
- Mean instance size in the synthesized netlist: roughly 5.8 um^2
- I/O pin total: 37
- Count of mapped cells out of synthesis: between 70 and 80
- CTS hold repair buffers: 0
- Post-placement cell area: a little under 900 um^2
- Detailed placement HPWL: 1590 um
- Flops: 0
- Yosys chip area: around 410 um^2
- Part of the cycle the worst path needs: 103%
- Initial antenna violation count: 0
- Hold Path Class: primary input to output pin
- Final count of pins violating max slew: 0
- Crit end category: output pin
- Floorplan core density: 12.0%
- Antenna fix cells: 0
- Worst slack after detailed placement: -0.775 ns
- Leakage Power: 0.583 nW
- First-pass GRT wire length: ~3600 um
- Worst IR drop on VDD: 0.000138 V
- Fin cells: 178
[final timing paths]
kind / depth (start not counted) / slack [ns] / startpoint / to
max: 5 / -0.05 / adr[0] / dataOut[24]
min: 4 / 1.00 / adr[0] / dataOut[8]
[logic make-up after synthesis]
group | count (synthesis) | share of synthesized area (%)
compound gates | 24 | 38.1
simple gates | 32 | 40.5
buf+inv | 14 | 20.4
other cells | 1 | 0.914
[where the power goes]
part           switching [mW]  total, mW  internal [mW]
registers                   0          0              0
logic                   0.120      0.296          0.177
clock network               0          0              0
[metal layers]
| metal | share of wire, % | vias up |
|---|---|---|
| met5 | 0 | - |
| met4 | 0 | 0 |
| met3 | 5.2 | 0 |
| met2 | 47 | 18 |
| met1 | 48 | 321 |
| li1 | - | 365 |
[layout make-up]
type	count	area share, %
repair buffers	73	51.9
inverters	2	0.872
multi-input cells	57	42.2
well taps	46	5.02
[critical path, stage by stage]
cell	delay, ns
buf_6	0.09
or4b_4	0.57
o21ai_4	0.08
o21ba_4	0.16
buf_2	0.10
[cells in the final DEF, fill, tap and decap left out, types with 3 or more instances in the layout]
cell type | Yosys | layout
nor3_2 | 0 | 3
dlygate4sd2_1 | 0 | 10
clkbuf_2 | 0 | 5
buf_4 | 5 | 29
nor2_1 | 11 | 6
nor2_4 | 0 | 3
a21oi_2 | 0 | 5
buf_6 | 1 | 12
nand2b_4 | 0 | 3
buf_2 | 4 | 11
o21ai_2 | 1 | 4
o21ai_1 | 0 | 3
[what timing repair did]
item / 4_1_cts / 5_1_grt
resized: 130 / 22
setup buffers: 16 / 6
endpoints found under the setup margin: 31 / 18
pin swaps: 15 / 12
Power is estimated from default activity; no workload was simulated.
