## ./design.v

```verilog
module DenseWeightLutFAKE #(parameter
    WORD_SIZE = 32, 
    LENGTH_SIZE = 10,
    ADR_SIZE = 4
) (
    clk,
    adr,
    dataOut
);
    input                   clk;
    input   [ADR_SIZE-1:0]  adr;
    output  [WORD_SIZE-1:0] dataOut;
    wire [WORD_SIZE-1:0] mem [0:LENGTH_SIZE-1];
    assign dataOut = mem[adr];
    assign mem[0] = 32'b11110011001111111111011101000000;
    assign mem[1] = 32'b11111010000001101111101000101000;
    assign mem[2] = 32'b00000010001111010010011101111100;
    assign mem[3] = 32'b00001101010100001111111011110000;
    assign mem[4] = 32'b00000111010101011001101000010000;
    assign mem[5] = 32'b11110100011101011101011011000000;
    assign mem[6] = 32'b00000010001001101100110010101000;
    assign mem[7] = 32'b00000101011110010111100011000000;
    assign mem[8] = 32'b11111000011111110001101011000000;
    assign mem[9] = 32'b11110001010101100110110000110000;
endmodule
```

## ./run.sh

```bash
#!/bin/bash
# OpenROAD 26Q1-2900-gdf79404cd8, Yosys 0.63+post, stock flow scripts
make -C /OpenROAD-flow-scripts/flow DESIGN_CONFIG=/design/flow/config.mk WORK_HOME=/design/flow/orfs finish
```

## ./config.mk

```make
export PLATFORM = sky130hd
export DESIGN_NAME = DenseWeightLutFAKE
export DESIGN_NICKNAME = DenseWeightLutFAKE
export VERILOG_FILES = /design/flow/design.v
export SDC_FILE = /design/flow/constraint.sdc
export NUM_CORES = 4
export LEC_CHECK = 1
export CORE_AREA = 10 10 70 70
export DIE_AREA = 0 0 80 80
```

## ./constraint.sdc

```tcl
current_design DenseWeightLutFAKE

set clk_period 2.3
set clk_io_pct 0.2

create_clock -name clk0 -period $clk_period

set non_clock_inputs [all_inputs -no_clocks]
set_input_delay [expr $clk_period * $clk_io_pct] -clock clk0 $non_clock_inputs
set_output_delay [expr $clk_period * $clk_io_pct] -clock clk0 [all_outputs]
```

==> impl_metrics.tcl <==
# collected from the flow reports
set metrics [dict create \
    run_status "complete, no violations" \
    min-delay-path-class "input pin to primary output" \
    vias_per_cell 4.01 \
    remaining_routing_drc_violations 0 \
    number_of_diodes 0 \
    synth.cellmix.xorXnorShare 0.0495 \
    post-synth-top-area-cell "sky130_fd_sc_hd__buf_4" \
    post-route-cell-area_mm2 0.00105 \
    place.port_buffers 33 \
    endpoint_kind "primary output" \
    route.antenna.remaining_nets 0 \
    cp-startpoint "adr[1]" \
    via_count 645 \
    drive_gt1_frac 0.365 \
    finalWorstSetupSlack_ns 0.0565 \
    hold_fix_buffers_cts 0 \
    design.die.area_mm2 0.00640 \
    nClkBuffers 0 \
    synth-adder-area-share 0.0212 \
    synthesis.instances 71 \
    track_usage 0.0556 \
    yosys-stat-cells 71 \
    static-leakage-power_nw 0.440 \
    number_of_failing_setup_endpoints_in_the_final_timing_report 0 \
    sequential_cell_count 0 \
    ff_latch_area_um2 0 \
    layout.cells.non_filler 161 \
    placement.setup.worst_slack_ns -0.364 \
    gpl.final_weighted_congestion 0.798 \
    syn2layout_area_growth_pct 97.2 \
    synth.top_cells.by_area "sky130_fd_sc_hd__buf_4, sky130_fd_sc_hd__buf_6, sky130_fd_sc_hd__nor2b_1" \
    placed_cells 157 \
    warning_count 34 \
    top_fanout_value_on_the_critical_path 5 \
    drt-pass1-iter-count 4 \
    grt_setup_unrepaired "yes" \
    top_cell_area_share 0.0991 \
    post-route-period-util 0.975 \
    antenna_violations_before_repair 0 \
    dpl_cell_area_um2 962 \
    chip_area_line_of_the_yosys_report_um2 531 \
    worstPathRequired_ns 1.84 \
    yosys.area_share.aoi 0.340 \
    final-hold-violation-count 0 \
    fp.dieH_um 80 \
    io-pin-count 37 \
    synth-warning-count 1 \
    grt_overflow 0 \
    fill_cells 382 \
    critPathLaunchType "input pin" \
    core_area_mm2 0.00342 \
    vdd_drop_max_mv 0.0718 \
    post_drt_wl_per_cell_um 12.5 \
    synthSimpleGateAreaFrac 0.323 \
    synthesis.area_per_instance_um2 7.47 \
    yosys-dominant-comb-family "AND-OR/OR-AND gates" \
    via_count_of_the_first_global_routing_pass 642 \
    synth.mux.area_fraction 0.0377 \
    most_common_cell "sky130_fd_sc_hd__buf_4" \
    cp.arrival_ns 1.78 \
    dp_hpwl_um 1600 \
    final_util 0.306 \
    max_freq_mhz 446 \
    timing.final.max_slew_violations 0 \
    post_synth_most_frequent_cells "sky130_fd_sc_hd__buf_4, sky130_fd_sc_hd__a21oi_1, sky130_fd_sc_hd__nor2b_1" \
    min_period_ns 2.24 \
    power_density_over_cell_area_mw_per_mm2 177 \
    maximum_number_of_pins_on_one_net_before_global_route_repair 12 \
    layout.area.comb_um2 458 \
    fp-row-count 21 \
    fin_total_pwr_w 0.000186 \
    hold_path.startpoint "adr[3]" \
    detailed_route_iter0_violations 44 \
    worstSetupPathType "input pin to primary output" \
    yosysSeqAreaShare 0 \
    total_standard_cell_area_after_synthesis_um2 531 \
    max_cap_viol_count 0 \
    grt_first_pass_wirelength_um 2990 \
    route.final.wire_length_um 2010 \
    fp_util 0.155 \
    floorplan.die.width_um 80 \
    yosys.cell_types.count 40 \
]
[cells by family after synthesis]
group,after synthesis
AOI/OAI and AO/OA,24
xor gates and xnor gates,3
adders and majority gates,1
and+or+nand+nor,23
other,1
buffers and inverters,17
muxes,2
[timing repair]
item	in CTS	in global routing
gates resized	23	14
hold endpoints to repair	0	0
setup endpoints to repair	29	19
pin swaps	1	4
buffers inserted	3	0
cloned	1	0
[stage by stage]
step	TNS, ns	hold WS, ns
4_1_cts	0	1.65
5_1_grt	-0.00398	1.54
6_report	0	1.47
3_3_place_gp	-7.32	2.10
3_5_place_dp	-7.51	2.10
2_1_floorplan	0	1.03
[per-layer routing]
layer | share of wire | vias up | GRT usage
met3 | 0.073 | 2 | 0.0148
met4 | 0.0074 | 0 | 0.00528
li1 | - | 342 | -
met1 | 0.51 | 278 | 0.0751
met5 | 0 | - | 0
met2 | 0.41 | 23 | 0.0891
[cell usage in the layout, fill, tap and decap left out, drive strengths merged, types with 2 or more instances in the layout]
master | synthesis | final
a21o | 2 | 2
clkbuf | 0 | 2
nand2 | 2 | 2
nor2b | 5 | 5
nand3b | 2 | 2
mux2i | 2 | 2
o21ai | 4 | 4
xnor2 | 3 | 3
a211oi | 2 | 2
a21oi | 5 | 5
clkdlybuf4s50 | 0 | 24
buf | 14 | 24
dlygate4sd2 | 0 | 2
conb | 1 | 3
nor2 | 2 | 2
nor4b | 2 | 2
inv | 3 | 3
nor3b | 3 | 3
dlymetal6s2s | 0 | 3
[worst max-delay path, cell delays in order]
cell	delay, ns
sky130_fd_sc_hd__clkdlybuf4s15_1	0.20
sky130_fd_sc_hd__buf_4	0.17
sky130_fd_sc_hd__nor4b_2	0.30
sky130_fd_sc_hd__buf_4	0.18
sky130_fd_sc_hd__a21oi_1	0.05
sky130_fd_sc_hd__clkdlybuf4s50_1	0.42
[area by class of cell]
class,instances,area share
inverter,3,0.0108
multi-input combinational,56,0.438
tap,46,0.0550
timing repair buffer,56,0.496
[where the power goes]
| part | leakage [nW] | switching (W) | internal, W |
|---|---|---|---|
| sequential | 0 | 0 | 0 |
| combinational | 0.440 | 0.0000675 | 0.000118 |
| clock | 0 | 0 | 0 |
[path summary, 6_finish.rpt]
path,slack (ns),depth (start not counted),end
max,0.06,6,dataOut[21]
min,1.47,5,dataOut[20]
No activity file was given, so power comes from the tool's default toggle rates.
