==> flow/design.v <==
module Counter #(parameter DATA_WIDTH = 32, VALMAX = 10)
(
	clk,
	rst_n,
	clear,
	en,
	val,
	fin
);
	input clk;
	input rst_n;
	input clear;
	input en;
	output reg [DATA_WIDTH-1:0] val;
	output fin;
	always @(posedge clk, negedge rst_n) begin
		if (~rst_n) begin
			val <= 0;
		end
		else begin
			if (clear)
				val <= 0;
			else if (en) begin
				if (fin) val <= 0;
				else val <= val + 1;
			end
		end
	end
	assign fin = (val == VALMAX);
endmodule
module Relu
#(parameter
	DATA_WIDTH = 32,
	DATA_NUM = 16,
	ADR_WIDTH = 4
)
(
	clk,
	rst_n,
	axisif_in_start,
	axisif_out_done,
	out_adrIn,
	in_dataIn,
	out_adrOut,
	out_dataOut,
	out_wr
);
input						clk;
input						rst_n;
input						axisif_in_start;
output						axisif_out_done;
output	[ADR_WIDTH-1:0]		out_adrIn;
input	[DATA_WIDTH-1:0]	in_dataIn;
output	[ADR_WIDTH-1:0]		out_adrOut;
output	[DATA_WIDTH-1:0]	out_dataOut;
output						out_wr;
wire						cntAdr_in_clear;
wire						cntAdr_in_en;
wire	[DATA_WIDTH-1:0]	cntAdr_out_val;
wire						cntAdr_out_fin;
Counter #(.DATA_WIDTH(DATA_WIDTH), .VALMAX(DATA_NUM - 1)) CntAdr
(
	.clk(clk),
	.rst_n(rst_n),
	.clear(cntAdr_in_clear),
	.en(cntAdr_in_en),
	.val(cntAdr_out_val),
	.fin(cntAdr_out_fin)
);
wire	[DATA_WIDTH-1:0]	relu_in_dataIn;
wire	[DATA_WIDTH-1:0]	relu_out_dataOut;
assign	relu_out_dataOut =	(relu_in_dataIn[DATA_WIDTH-1] == 1) ?	0:				 
																	relu_in_dataIn;	 
localparam					IDLE		= 0,
							CALC		= 1,
							STATES		= 2;
localparam					STATE_BITS	= 1;	 
reg		[STATE_BITS-1:0]	ps	= IDLE;			 
reg		[STATE_BITS-1:0]	ns;
wire						cu_in_start;
wire						cu_in_fin;
reg							cu_out_clear;
reg							cu_out_done;
reg							cu_out_en;
reg							cu_out_wr;
always @(posedge clk, negedge rst_n) begin
	if (~rst_n) begin
		ps <= IDLE;
	end
	else begin	 
		ps <= ns;
	end
end
always @(*) begin
	ns = IDLE;
	case (ps)
		IDLE:	ns =	(cu_in_start) ?	CALC:
										IDLE;
		CALC:	ns =	(cu_in_fin) ?	IDLE:
										CALC;
	endcase
end
always @(*) begin
	{
		cu_out_clear,
		cu_out_done,
		cu_out_en,
		cu_out_wr
	} = 0;
	case (ps)
		IDLE: begin
			cu_out_clear = 1;
			cu_out_done = 1;
		end
		CALC: begin
			cu_out_en = 1;
			cu_out_wr = 1;
		end
	endcase
end
assign	cntAdr_in_clear	=	cu_out_clear;
assign	cntAdr_in_en	=	cu_out_en;
assign	relu_in_dataIn	=	in_dataIn;
assign	cu_in_start		=	axisif_in_start;
assign	cu_in_fin		=	cntAdr_out_fin;
assign	axisif_out_done	=	cu_out_done;
assign	out_adrIn		=	cntAdr_out_val;
assign	out_adrOut		=	cntAdr_out_val;
assign	out_dataOut		=	relu_out_dataOut;
assign	out_wr			=	cu_out_wr;
endmodule
==> flow/run.sh <==
#!/bin/bash
# OpenROAD 26Q1-2900-gdf79404cd8, Yosys 0.63+post, stock flow scripts
make -C /OpenROAD-flow-scripts/flow DESIGN_CONFIG=/design/flow/config.mk WORK_HOME=/design/flow/orfs finish
==> flow/config.mk <==
export PLATFORM = sky130hd
export DESIGN_NAME = Relu
export DESIGN_NICKNAME = Relu
export VERILOG_FILES = /design/flow/design.v
export SDC_FILE = /design/flow/constraint.sdc
export NUM_CORES = 4
export LEC_CHECK = 1
export CORE_AREA = 10 10 108 108
export DIE_AREA = 0 0 118 118
==> flow/constraint.sdc <==
current_design Relu

set clk_period 6.6
set clk_io_pct 0.2

create_clock -name clk0 -period $clk_period [get_ports {clk}]

set non_clock_inputs [all_inputs -no_clocks]
set_input_delay [expr $clk_period * $clk_io_pct] -clock clk0 $non_clock_inputs
set_output_delay [expr $clk_period * $clk_io_pct] -clock clk0 [all_outputs]
==> flow_metrics.py <==
# Synthesis and PnR figures
metrics = {
    "logic_synthesis": {
        "enable_flop_cells": 0,
        "netlist-cell-type-count": 33,
        "synth.ff_latch_count": 33,
        "synth_area_per_cell_um2": 8.88,
        "synthesis.instances": 230,
        "synthFlopType": "sky130_fd_sc_hd__dfrtp_1",
        "ys.warnings.count": 2,
        "synth-cells-yosys": 230,
        "synth.yosys.chip_area_um2": 2040,
        "ys_seq_share_pct": 40.4,
        "syn-cell-area_um2": 2040,
        "synth-async-reset-ratio_pct": 100,
    },
    "worst_setup_path": {
        "crit_fanout": 29,
        "worstPathRequired_ps": 5280,
        "reg2reg_setup_slack_ps": 4400,
        "critical_path.startpoint_type": "primary input",
        "crit_path_start": "in_dataIn[31]",
        "timing.rr.start": "CntAdr.val[0]",
        "cp.arrival_ps": 2620,
        "worstSetupPathType": "primary input to output port",
        "worstSetupEndpointType": "output port",
    },
    "grt": {
        "groute.usage.overall_pct": 7.62,
        "global_route_wire_length_before_repair_um": 9270,
        "grt_start_max_net_pins": 34,
        "grt_antenna_before_repair": 0,
        "grt_overflow_total": 0,
        "number_of_global_route_vias_before_repair": 1935,
    },
    "clock_tree": {
        "cts_setup_buffers": 0,
        "cts_hold_repair.buffers": 0,
        "total_number_of_clock_tree_sinks": 33,
        "insertion_delay_ps": 280,
        "cts.clk_slew.worst_paths_ps": 60,
        "cts_resized": 0,
        "cts.htree.levels": 2,
        "cts_inserted_buffers": 5,
        "tritoncts": "yes",
        "max-clock-path-buffers": 2,
        "clk_root_buffer_cell": "sky130_fd_sc_hd__clkbuf_8",
    },
    "die": {
        "ios": 77,
        "fp_util_pct": 22.0,
        "die_h_um": 118,
        "core_um2": 9280,
        "design.die.area_um2": 13900,
        "die_w_um": 118,
        "rows": 35,
    },
    "run_status": {
        "status": "complete, no violations",
    },
    "cells_and_area": {
        "layout.cells.most_common": "sky130_fd_sc_hd__clkdlybuf4s50_1",
        "area_growth_syn_to_layout_pct": 42.3,
        "fillerInstances": 982,
        "logic_area_um2": 1030,
        "final_layout_size_suffix_gt1_share_pct": 6.80,
        "mostFrequentLayoutCells": "75 x sky130_fd_sc_hd__clkdlybuf4s50_1, 33 x sky130_fd_sc_hd__dfrtp_1, 31 x sky130_fd_sc_hd__nor2b_1",
        "final_cell_area_um2": 2910,
        "post_layout_nonfiller_instances": 423,
        "register_area_um2": 826,
    },
    "detailed_routing": {
        "avgViaCountPerCell": 4.49,
        "routed_wirelength_um": 5420,
        "routed_wire_length_per_instance_um": 12.8,
        "drt_pre_antenna_iters": 4,
        "drt_iter0_markers": 85,
        "num_vias": 1900,
        "insertedDiodeCount": 0,
        "detail-route-antenna-nets": 0,
        "drc": 0,
    },
    "final_timing": {
        "grt_setup_unrepaired": "no",
        "final-setup-viol-count": 0,
        "period_used_pct": 59.8,
        "fin_setup_tns_ps": 0,
        "skew_ps": 5.84,
        "finalCriticalPeriod_ps": 3940,
        "max_freq_ghz": 0.254,
        "worst-slew-pin-transition_ps": 579,
        "slew_headroom_pct": 61.4,
        "worst_hold_slack_ps": 540,
        "timing.final.max_slew_violations": 0,
        "hold_viol_final": 0,
    },
    "power": {
        "power.leakage_nw": 1.11,
        "report.power.total_mw": 0.570,
        "power.ir.vdd_worst_v": 0.0000873,
        "cellPowerDensity_nw_per_um2": 196,
    },
    "job": {
        "cap_violations": 0,
        "tool_warnings": 25,
    },
    "place": {
        "dp_hpwl_um": 4100,
        "place_area_um2": 2820,
        "buffer_ports.inserted": 75,
        "placed_cells": 416,
        "finalWeightedCongestion": 0.785,
    },
    "worst_hold_path": {
        "hold_path.class": "register to register",
        "min-delay-start": "CntAdr.val[0]",
    },
}
-- worst max-delay path: stages --
cell	delay, ps
sky130_fd_sc_hd__clkdlybuf4s50_1	430
sky130_fd_sc_hd__buf_4	240
sky130_fd_sc_hd__nor2b_1	150
sky130_fd_sc_hd__clkdlybuf4s50_1	480
-- path summary, 6_finish.rpt --
check | end | depth (start not counted)
worst max-delay path | out_dataOut[10] | 4
worst min-delay path | CntAdr.val[0] | 1
worst max register to register | CntAdr.val[29] | 6
worst min register to register | CntAdr.val[0] | 1
max in group asynchronous | CntAdr.val[20] | 2
min in group asynchronous | CntAdr.val[28] | 2
-- kinds of logic (layout without fill, tap and decap cells) --
kind of cell,count (synthesis),after routing,synth area share [%]
xor+xnor,10,10,4.29
buf+inv,29,93,9.31
flops,33,33,40.4
compound gates,41,41,11.2
fa+ha+maj,1,1,0.613
other cells,1,1,0.184
simple gates,115,115,33.9
-- sequential cells by signal, summed over array words and instances (netlist names) --
signal,flops
CntAdr.val,32
ps,1
-- layer usage --
layer | vias to the layer above | routed length (µm) | track usage [%]
li1 | 943 | - | -
met1 | 890 | 2310 | 9.50
met2 | 62 | 2460 | 12.1
met3 | 5 | 574 | 3.65
met4 | 0 | 69 | 0.850
met5 | - | 0 | 0
-- synth_stat cells, drive strengths merged (8+ instances only) --
master  count  area, µm²
or3        10       66.3
a21oi      20        100
nand3      11       55.1
inv         8       30.0
o21ai      12       60.1
buf        15        138
nand4      11       75.1
nor2       12       45.0
nor4        8       50.1
dfrtp      33        826
nor2b      31        194
o31ai       8       60.1
or4        10       80.1
nand2      11       41.3
-- through the flow --
step	worst slack, ps	util (%)
floorplan	3670	-
global placement	2660	30.4
detailed placement	2640	30.4
CTS	2630	31.3
global route	2560	31.3
finish	2660	31.3
-- report_power, final --
part / internal, mW / switching, mW / leakage [nW]
clock: 0.0827 / 0.0693 / 0.0443
sequential: 0.221 / 0.0249 / 0.450
combinational: 0.106 / 0.0658 / 0.611
-- cell type report --
type	instances	share of cell area, %
repair buffers	78	26.6
multi-input cells	168	35.4
clock buffers	7	2.97
inverters	8	1.03
well taps	129	5.55
flip-flops and latches	33	28.4
Power figures rest on the tool's default switching activity, not on a simulated workload.
